File: ./design.v
module usbfs_debug_monitor (
    input  wire        rstn,
    input  wire        clk,
    input  wire [ 3:0] rp_pid,
    input  wire [ 3:0] rp_endp,
    input  wire        rp_byte_en,
    input  wire [ 7:0] rp_byte,
    input  wire        rp_fin,
    input  wire        rp_okay,
    input  wire [ 3:0] tp_pid,
    input  wire        tp_byte_req,
    input  wire [ 7:0] tp_byte,
    input  wire        tp_fin_n,
    output reg         debug_en,
    output reg  [ 7:0] debug_data
);
initial debug_en   = 1'b0;
initial debug_data = 8'h0;
function  [7:0] hex2ascii;
    input [3:0] hex;
begin
    hex2ascii = {4'h3, hex} + ((hex<4'hA) ? 8'h0 : 8'h7) ;
end
endfunction
localparam [3:0] PID_OUT    = 4'h1;
localparam [3:0] PID_IN     = 4'h9;
localparam [3:0] PID_SETUP  = 4'hD;
localparam [3:0] PID_SOF    = 4'h5;
localparam [3:0] PID_DATA0  = 4'h3;
localparam [3:0] PID_DATA1  = 4'hB;
localparam [3:0] PID_DATA2  = 4'h7;   
localparam [3:0] PID_ACK    = 4'h2;
localparam [3:0] PID_NAK    = 4'hA;
reg [ 2:0] cnt = 3'h0;
reg [47:0] data;
task LoadSendData;
    input [ 2:0] _cnt;
    input [ 7:0] data0;
    input [ 7:0] data1;
    input [ 7:0] data2;
    input [ 7:0] data3;
    input [ 7:0] data4;
    input [ 7:0] data5;
begin
    cnt  <= _cnt;
    data <= {data0, data1, data2, data3, data4, data5};
end
endtask
reg        tp_byte_en = 1'b0;
always @ (posedge clk or negedge rstn)
    if (~rstn)
        tp_byte_en <= 1'b0;
    else
        tp_byte_en <= tp_byte_req;
always @ (posedge clk or negedge rstn)
    if (~rstn) begin
        cnt  <= 3'h0;
        data <= 48'h0;
        debug_en   <= 1'b0;
        debug_data <= 8'h0;
    end else begin
        debug_en   <= 1'b0;
        if (cnt > 3'd0) begin
            cnt  <= cnt - 3'd1;
            data <= (data << 8);
            debug_en   <= 1'b1;
            debug_data <= data[47:40];
        end
        if (rp_byte_en) begin                                                                             
            LoadSendData( 2 , hex2ascii(rp_byte[7:4]), hex2ascii(rp_byte[3:0]), 0, 0, 0, 0 );
        end else if (rp_fin &  rp_okay) begin                                                             
            case(rp_pid)
                PID_SOF    : begin end  
                PID_OUT    : LoadSendData( 6 , "\n", "-", ">", "0", hex2ascii(rp_endp), " " );
                PID_IN     : LoadSendData( 6 , "\n", "<", "-", "8", hex2ascii(rp_endp), " " );
                PID_SETUP  : LoadSendData( 4 , "\n", "s", "u", " ",  0 ,  0 );
                PID_DATA0  : LoadSendData( 3 , " ", "d", "0",  0 ,  0 ,  0  );
                PID_DATA1  : LoadSendData( 3 , " ", "d", "1",  0 ,  0 ,  0  );
                PID_DATA2  : LoadSendData( 3 , " ", "d", "2",  0 ,  0 ,  0  );
                PID_ACK    : LoadSendData( 4 , " ", "a", "c", "k",  0 ,  0  );
                PID_NAK    : LoadSendData( 4 , " ", "n", "a", "k",  0 ,  0  );
                default    : LoadSendData( 6 , "\n", "p", "i", "d", "=", hex2ascii(rp_pid) );             
            endcase
        end else if (rp_fin & ~rp_okay) begin                                                             
            if ( rp_pid == PID_OUT || rp_pid == PID_IN || rp_pid == PID_SETUP )
                LoadSendData( 6, "\n", "e", "r", "r", "*", "*" );
            else
                LoadSendData( 6, " " , "e", "r", "r", "*", "*" );
        end else if (tp_byte_en &  tp_fin_n) begin                                                        
            LoadSendData( 2, hex2ascii(tp_byte[7:4]), hex2ascii(tp_byte[3:0]), 0, 0, 0, 0 );
        end else if (tp_byte_en & ~tp_fin_n) begin                                                        
            case(tp_pid)
                PID_DATA0  : LoadSendData( 3 ,  " ", "d", "0",  0 ,  0 ,  0 );
                PID_DATA1  : LoadSendData( 3 ,  " ", "d", "1",  0 ,  0 ,  0 );
            endcase
        end
    end
endmodule
File: ./constraint.sdc
current_design usbfs_debug_monitor

set clk_period 8.6
set clk_io_pct 0.2

create_clock -name clk0 -period $clk_period [get_ports {clk}]

set non_clock_inputs [all_inputs -no_clocks]
set_input_delay [expr $clk_period * $clk_io_pct] -clock clk0 $non_clock_inputs
set_output_delay [expr $clk_period * $clk_io_pct] -clock clk0 [all_outputs]
File: ./run.sh
#!/bin/bash
# OpenROAD 26Q1-2900-gdf79404cd8, Yosys 0.63+post, stock flow scripts
make -C /OpenROAD-flow-scripts/flow DESIGN_CONFIG=/design/flow/config.mk WORK_HOME=/design/flow/orfs finish
File: ./config.mk
export PLATFORM = sky130hd
export DESIGN_NAME = usbfs_debug_monitor
export DESIGN_NICKNAME = usbfs_debug_monitor
export VERILOG_FILES = /design/flow/design.v
export SDC_FILE = /design/flow/constraint.sdc
export NUM_CORES = 4
export LEC_CHECK = 1
export CORE_UTILIZATION = 50
==> results.py <==
# Metrics from the implementation run
metrics = {
    "status": {
        "run_status": "completed",
    },
    "drt": {
        "viasPerCell": 5.98,
        "antenna-diode-count": 0,
        "ant_nets": 0,
        "drt_first_pass_iters": 5,
        "drt-total-wl_mm": 11.7,
        "detail_route.drc_violations": 0,
        "drt_iter0_drc": 226,
        "wl_per_cell_um": 18.1,
        "num_vias": 3867,
    },
    "sta": {
        "setup_total_negative_slack_ps": 0,
        "max_slew_vio_count": 0,
        "min_period_over_period_pct": 46.0,
        "setup_violations": 0,
        "maxClockFrequency_ghz": 0.253,
        "maxSlewHeadroom_pct": 47.6,
        "max_slew.worst_pin.slew_ps": 783,
        "holdWs_ps": 464,
        "post_layout_min_period_ps": 3950,
        "final_hold_viol_count": 0,
        "fin_worst_skew_ps": 10.1,
        "rsz0062_at_grt": "no",
    },
    "global_routing": {
        "via_count_of_the_first_global_routing_pass": 3756,
        "grt_pass1_wl_mm": 19.0,
        "globalRouteOverflowTotal": 0,
        "grt_antenna_before_repair": 0,
        "global_route.usage.total_pct": 29.1,
        "largest_net_degree_at_the_start_of_global_routing": 50,
    },
    "die": {
        "design.core.area_um2": 8260,
        "chipWidth_um": 94.4,
        "num_io_pins": 44,
        "initCoreUtil_pct": 51.7,
        "die_area_um2": 8910,
        "height_of_the_die_um": 94.4,
        "floorplan.rows": 33,
    },
    "logic_synthesis": {
        "ys_warn_count": 1,
        "synthCells": 509,
        "synthesis.area_per_instance_um2": 8.39,
        "post_synth_arst_share_pct": 100,
        "synth-cells-yosys": 509,
        "synth-edff-count": 0,
        "synth_top_flop_cell": "sky130_fd_sc_hd__dfrtp_1",
        "synth.yosys.seq_area_share_pct": 35.7,
        "synthMostInstantiatedCell": "sky130_fd_sc_hd__nand2_1",
        "ys.flops": 61,
        "synth.cell_area_um2": 4270,
        "topCellsByArea": "sky130_fd_sc_hd__dfrtp_1 (36%), sky130_fd_sc_hd__nand2_1 (7.2%), sky130_fd_sc_hd__mux2i_1 (6.6%), sky130_fd_sc_hd__a21oi_1 (4.9%), sky130_fd_sc_hd__nor2_1 (4.6%)",
        "post_synth_most_frequent_cells": "sky130_fd_sc_hd__nand2_1 (82), sky130_fd_sc_hd__dfrtp_1 (61), sky130_fd_sc_hd__nor2_1 (52)",
        "yosys_chip_area_um2": 4270,
        "synthDominantCellAreaShare_pct": 35.7,
        "synthDominantAreaCellType": "sky130_fd_sc_hd__dfrtp_1",
        "synthDistinctLibCells": 61,
    },
    "worst_setup_path": {
        "worstReg2RegStart": "cnt[0]",
        "endpoint": "data[1]",
        "worstRegToRegCells": 9,
        "critical_path.startpoint": "rp_pid[2]",
        "reg2reg_to": "data[32]",
        "worst-path-max-fanout": 20,
        "worstPathArrival_ps": 4160,
        "start_kind": "input port",
        "end_kind": "register",
        "worst-r2r-setup-slack_ps": 5930,
        "crit_type": "input port to register",
        "critical_path_required_ps": 8810,
    },
    "cts": {
        "h-tree-depth": 3,
        "clock_path_buffers": 2,
        "path_clk_slew_ps": 70,
        "ctsRootBufferMaster": "sky130_fd_sc_hd__clkbuf_8",
        "postCtsSetupBuffers": 0,
        "clock_tree_from_tritoncts": "done",
        "cts.hold.buffers_added": 0,
        "quantity_of_gates_resized_following_cts": 0,
        "cts_sinks": 61,
        "cts_buffers": 9,
        "insertion_delay_ps": 350,
    },
    "finish": {
        "area_delta_synth_final_pct": 14.3,
        "final_util_pct": 59.1,
        "postLayoutCellArea_um2": 4880,
        "final_layout_size_suffix_gt1_share_pct": 5.35,
        "instances_no_fill": 647,
    },
    "placement": {
        "routabilityCongestion": 0.972,
        "placement.io_buffers": 43,
        "dp_cells": 631,
        "dpl-instance-area_um2": 4680,
        "detailed_place_hpwl_mm": 8.23,
    },
    "power_and_ir_drop": {
        "irDropWorstVdd_uv": 95.1,
        "power_per_cell_area_nw_per_um2": 155,
        "p_leak_nw": 2.17,
    },
    "run": {
        "tool_warnings": 27,
        "number_of_maximum_capacitance_violations": 0,
    },
    "hold_path": {
        "worstHoldPathType": "register to register",
    },
}
-- through the flow --
stage          setup slack (ps)  total power [mW]
2_1_floorplan              5260             0.431
3_3_place_gp               4440             0.497
3_5_place_dp               4330             0.498
4_1_cts                    4690             0.761
5_1_grt                    4510             0.802
6_report                   4650             0.758
-- layout make-up --
cell class | instances | area [um^2]
Timing Repair Buffer | 47 | 455
Tap cell | 105 | 131
Inverter | 20 | 77.6
Clock inverter | 6 | 62.6
Multi-Input combinational cell | 398 | 2490
Clock buffer | 10 | 138
Sequential cell | 61 | 1530
Fill cell | 727 | 3380
-- metal layers --
metal	up-vias	share of wire [%]	GRT usage (%)
met5	-	0	0
met4	0	1.8	5.13
met3	22	9.6	9.23
met2	186	43	41.9
met1	1806	45	44.7
li1	1853	-	-
-- critical path, stage by stage --
cell and delay, ps:
sky130_fd_sc_hd__clkdlybuf4s50_1 930, sky130_fd_sc_hd__nor2_1 210, sky130_fd_sc_hd__nor2b_1 260, sky130_fd_sc_hd__ha_1 210, sky130_fd_sc_hd__inv_1 60, sky130_fd_sc_hd__fa_1 470, sky130_fd_sc_hd__o21ai_0 80, sky130_fd_sc_hd__a21oi_1 170
sky130_fd_sc_hd__nor3_1 60
-- cells in the final DEF (no fill, tap or decap), types with 4 or more instances in the layout --
| master | instances |
|---|---|
| sky130_fd_sc_hd__ha_1 | 14 |
| sky130_fd_sc_hd__nand3b_1 | 4 |
| sky130_fd_sc_hd__a211oi_1 | 6 |
| sky130_fd_sc_hd__nand3_1 | 8 |
| sky130_fd_sc_hd__nor3_1 | 13 |
| sky130_fd_sc_hd__nand2b_1 | 9 |
| sky130_fd_sc_hd__buf_4 | 4 |
| sky130_fd_sc_hd__a31oi_1 | 4 |
| sky130_fd_sc_hd__mux2i_1 | 28 |
| sky130_fd_sc_hd__nand2_1 | 82 |
| sky130_fd_sc_hd__o22ai_1 | 9 |
| sky130_fd_sc_hd__o21ai_0 | 33 |
| sky130_fd_sc_hd__and2_1 | 4 |
| sky130_fd_sc_hd__fa_1 | 6 |
| sky130_fd_sc_hd__xor2_1 | 4 |
| sky130_fd_sc_hd__nor2b_1 | 7 |
| sky130_fd_sc_hd__dfrtp_1 | 61 |
| sky130_fd_sc_hd__a21oi_1 | 42 |
| sky130_fd_sc_hd__xnor2_1 | 6 |
| sky130_fd_sc_hd__clkbuf_8 | 10 |
| sky130_fd_sc_hd__a21o_1 | 7 |
| sky130_fd_sc_hd__nor2_1 | 52 |
| sky130_fd_sc_hd__inv_1 | 19 |
| sky130_fd_sc_hd__clkdlybuf4s50_1 | 42 |
-- sequential cells by signal, indices dropped and copies added (netlist names) --
name / flops
data: 48
debug_data: 8
cnt: 3
debug_en: 1
tp_byte_en: 1
-- worst min-delay path by stage --
stage	start	endpoint	slack, ps	depth (start not counted)
4_1_cts	debug_data[4]	debug_data[4]	470	2
6_report	debug_data[7]	debug_data[7]	460	2
5_1_grt	debug_data[7]	debug_data[7]	490	2
-- power breakdown --
group,internal [mW],switching [mW]
combinational,0.0736,0.0999
clock,0.141,0.123
sequential,0.308,0.0136
-- cells by family (layout without fill, tap and decap cells) --
logic type                 count (synthesis)  count (layout)  synth area share, %
AOI/OAI and AO/OA                        143             143                 21.3
xor gates and xnor gates                  10              10                 2.05
adders and majority gates                 20              20                 6.91
buffers and inverters                     50              83                 6.04
DFF                                       61              61                 35.7
muxes                                     29              29                 6.83
and+or+nand+nor                          196             196                 21.1
Power figures rest on the tool's default switching activity, not on a simulated workload.
